## design.v

```verilog
`timescale 1ns / 1ps
module Clk_div #
(
    parameter DIVISOR = 5
)
(
    input       rst,
    input       clock_in,
    output reg  clock_out
);
  reg [3:0] counter;
  always @(posedge clock_in or posedge rst ) begin
    if(rst) begin
      counter   <= 0;
      clock_out <= 0;
    end
    else begin
      counter <= counter + 1;
      if(counter >= (DIVISOR-1))
        counter <= 0;
      clock_out <= (counter < DIVISOR/2) ? (1'b1) : (1'b0);
    end
  end 
endmodule
```

## run.sh

```bash
#!/bin/bash
# OpenROAD 26Q1-2900-gdf79404cd8, Yosys 0.63+post, stock flow scripts
make -C /OpenROAD-flow-scripts/flow DESIGN_CONFIG=/design/flow/config.mk WORK_HOME=/design/flow/orfs finish
```

## config.mk

```make
export PLATFORM = sky130hd
export DESIGN_NAME = Clk_div
export DESIGN_NICKNAME = Clk_div
export VERILOG_FILES = /design/flow/design.v
export SDC_FILE = /design/flow/constraint.sdc
export NUM_CORES = 4
export LEC_CHECK = 1
export CORE_AREA = 10 10 70 70
export DIE_AREA = 0 0 80 80
```

## constraint.sdc

```tcl
current_design Clk_div

set clk_period 1.7
set clk_io_pct 0.2

create_clock -name clk0 -period $clk_period [get_ports {clock_in}]

set non_clock_inputs [all_inputs -no_clocks]
set_input_delay [expr $clk_period * $clk_io_pct] -clock clk0 $non_clock_inputs
set_output_delay [expr $clk_period * $clk_io_pct] -clock clk0 [all_outputs]
```

==> run summary <==
Run status: finished, final reports clean
Total buffers and inverters traversed by the critical path: 1
Yosys adder share: 7.35%
Share of synthesized area occupied by flip-flops and latches: 73.5%
Clock Pin Slew Worst Setup and Hold Paths: 0.04 ns
Largest net degree at the start of global routing: 6
Wire length per cell after detailed routing: 4.44 µm
Area share of xor/xnor cells in the synthesized design: 0%
Post-synthesis cell count from yosys: 12
Share of flip-flops with an asynchronous set or reset: 100%
Most numerous cell in the Yosys netlist: sky130_fd_sc_hd__dfrtp_1
Category of the most critical setup path: reg -> out
Count of cells along the worst register-to-register path: 2
Vias in the first global route: 115
Portion of netlist area occupied by mux cells: 0%
Cell type with the largest total area: sky130_fd_sc_hd__dfrtp_1
Std cell rows: 21
Vias after detailed routing: 104
Yosys stat area: 170 µm²
Series of cell instances along the critical path: clkdlybuf4s50_1
Num CTS Buffers: 3
Setup violators final: 0
Routed vias/inst: 1.63
TritonCTS sink count: 5
Required time of the critical path: 1.36 ns
Max H-tree Level: 1
Slowest cell on the critical path: sky130_fd_sc_hd__clkdlybuf4s50_1
Synthesized-area fraction occupied by ao, oa, aoi and oai cells: 0%
Number of max-slew violations in the final report: 0
Total overflow reported by the global router: 0
Final Worst Setup Slack: 0.357 ns
Instance count on the critical path: 1
Clock tree from TritonCTS: yes
Ys flops: 5
Full die area: 6400 µm²
Core area: 3420 µm²
Hold buffer count at CTS: 0
Ratio of cells with drive above 1 in the final layout: 16.7%
Maximum vdd drop: 0.000182 V
Final worst path period share: 79.0%
ANT cells: 0
Final antenna-violating net count: 0
Number of buffers inserted to repair setup after CTS: 0
Global router's overall resource usage: 1.14%
Type of the tightest min-delay check: in -> async
Count of TritonRoute iterations in the first routing pass: 3
Post-synth EDFFs: 0
Critical path's largest stage delay: 0.45 ns
Total Routed Length: 284 µm
Placer congestion estimate: 0.642
Avg Inst Size Synth: 14.2 µm²
Category of the worst setup path launch point: register
Main logic family after synthesis: simple AND/OR/NAND/NOR gates
Clock insertion delay at the later pin of the skew report: 0.24 ns
Die boundary width: 80 µm
Minimum clock period after layout: 1.34 ns
I/O pin count: 3
Post-synth top flop: sky130_fd_sc_hd__dfrtp_1
TNS Setup: 0 ns
Leakage component of the power: 0.000109 µW
Number of DRC violations after detailed-routing iteration 0: 22
RSZ-0062 raised after global routing: false
Power per cell area: 1050 nW/µm²
Number of distinct library cells after synthesis: 6
Fin Clk Skew: 0.00436 ns
Endpoint arrival time on the critical path: 1.00 ns
Max-area cell share: 73.5%
Fin util: 8.02%
Netlist area before placement: 170 µm²
Cell chosen for the clock root: sky130_fd_sc_hd__clkbuf_4
Post-Place Setup Slack: 0.601 ns
Drc violations: 0
Global-route wire length before repair: 489 µm
Number of cells produced by synthesis: 12
Die Y-Extent: 80 µm
Critical Path Sink Type: output port
Initial antenna violation count: 0
Most frequent cells after synthesis: sky130_fd_sc_hd__dfrtp_1 (5), sky130_fd_sc_hd__nor3_1 (2), sky130_fd_sc_hd__nor3b_1 (2)
Number of gates given a new drive strength after cts: 0
CP top delay family: buffers and inverters
Top cells by area, synth: sky130_fd_sc_hd__dfrtp_1 (74%), sky130_fd_sc_hd__nor3b_1 (8.8%), sky130_fd_sc_hd__ha_1 (7.4%), sky130_fd_sc_hd__nor3_1 (5.9%), sky130_fd_sc_hd__conb_1 (2.2%)
Number of port buffers: 2
Count of endpoints failing hold in the final timing report: 0
Fp_density: 4.98%
CP max FO: 1
Max-cap check violation count: 0
Share of synthesized cell area in and, or, nand and nor gates: 14.7%
Synthesis-to-layout area growth: 61.0%
Total number of warnings across the stage logs: 25
Yosys Warn Count: 1
Buffer depth of the longest clock path: 2
Maximum achievable frequency: 745 MHz
## cells by family after synthesis
| group | after synthesis |
|---|---|
| buf+inv | 1 |
| fa+ha+maj | 1 |
| other cells | 1 |
| flops | 5 |
| simple gates | 4 |
## layout by cell type, fill, tap and decap left out
cell                              count
sky130_fd_sc_hd__clkdlybuf4s50_1      2
sky130_fd_sc_hd__inv_1                1
sky130_fd_sc_hd__nor3_1               2
sky130_fd_sc_hd__nor3b_1              2
sky130_fd_sc_hd__dfrtp_1              5
sky130_fd_sc_hd__clkbuf_1             1
sky130_fd_sc_hd__ha_1                 1
sky130_fd_sc_hd__clkbuf_4             3
sky130_fd_sc_hd__conb_1               1
## cell type report
class | count | area, µm²
Tap cell | 46 | 57.6
Timing Repair Buffer | 2 | 20.0
Multi-Input combinational cell | 6 | 41.3
Inverter | 1 | 3.75
Sequential cell | 5 | 125
Clock buffer | 4 | 26.3
Fill cell | 402 | 3140
## metal layers
metal | wire [µm] | track usage, % | share of wire [%] | up-vias
met5 | 0 | 0 | 0 | -
met4 | 0 | 0.176 | 0 | 0
met3 | 56 | 2.16 | 20 | 0
met2 | 91 | 1.04 | 32 | 3
met1 | 135 | 1.07 | 48 | 51
li1 | - | - | - | 50
## final timing paths
| path | from | to | slack [ns] |
|---|---|---|---|
| max in group asynchronous | rst | counter[3] | 1.23 |
| min | rst | clock_out | 0.30 |
| min in group clk0 | counter[1] | clock_out | 0.42 |
| max | clock_out | clock_out | 0.36 |
| max reg2reg | counter[0] | counter[1] | 0.79 |
| min reg2reg | counter[1] | clock_out | 0.42 |
## flip-flops by register name, indices dropped and copies added (netlist names)
register and cells:
counter 4, clock_out 1
## through the flow
| stage | std cells | total power, µW | cell area, µm² | hold WS [ns] |
|---|---|---|---|---|
| 3_3_place_gp | 60 | 153 | 248 | 0.413 |
| 4_1_cts | 64 | 294 | 274 | 0.298 |
| 2_1_floorplan | 12 | 144 | 170 | 0.119 |
| 6_report | 64 | 287 | 274 | 0.302 |
| 5_1_grt | 64 | 311 | 274 | 0.312 |
| 3_5_place_dp | 60 | 155 | 248 | 0.427 |
## power by group
part           switching [µW]  leakage (µW)  internal (µW)
logic                    5.76     0.0000309           11.7
clock network            46.3     0.0000150           88.6
registers                5.58     0.0000634            129
Power and IR drop assume default switching activity.
