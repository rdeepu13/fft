==> design/flow/constraint.sdc <==
current_design s_reg_file

set clk_period 11.2
set clk_io_pct 0.2

create_clock -name clk0 -period $clk_period [get_ports {clk}]

set non_clock_inputs [all_inputs -no_clocks]
set_input_delay [expr $clk_period * $clk_io_pct] -clock clk0 $non_clock_inputs
set_output_delay [expr $clk_period * $clk_io_pct] -clock clk0 [all_outputs]
==> design/flow/design.v <==
module s_reg_file 
(
    input       clk,
    input      [2:0] addr,
    input       re,
    input      [31:0] data00_r,
    input      [31:0] data01_r,
    input      [31:0] data02_r,
    input      [31:0] data03_r,
    input      [31:0] data04_r,
    input      [31:0] data05_r,
    input      [31:0] data06_r,
    input      [31:0] data07_r,
    input      [31:0] data00_i,
    input      [31:0] data01_i,
    input      [31:0] data02_i,
    input      [31:0] data03_i,
    input      [31:0] data04_i,
    input      [31:0] data05_i,
    input      [31:0] data06_i,
    input      [31:0] data07_i,
	output reg      [63:0] data
);
  reg [63:0]  mem [7:0];
  always @ (posedge clk) begin
    mem[ 0] <= {data00_r, data00_i};
    mem[ 1] <= {data01_r, data01_i};
    mem[ 2] <= {data02_r, data02_i};
    mem[ 3] <= {data03_r, data03_i};
    mem[ 4] <= {data04_r, data04_i};
    mem[ 5] <= {data05_r, data05_i};
    mem[ 6] <= {data06_r, data06_i};
    mem[ 7] <= {data07_r, data07_i};
  end
  always @ (posedge clk) begin
    if (re)
      data <= mem[addr];
  end
endmodule
==> design/flow/config.mk <==
export PLATFORM = sky130hd
export DESIGN_NAME = s_reg_file
export DESIGN_NICKNAME = s_reg_file
export VERILOG_FILES = /design/flow/design.v
export SDC_FILE = /design/flow/constraint.sdc
export NUM_CORES = 4
export LEC_CHECK = 1
export CORE_AREA = 10 10 340 340
export DIE_AREA = 0 0 350 350
==> design/flow/run.sh <==
#!/bin/bash
# OpenROAD 26Q1-2900-gdf79404cd8, Yosys 0.63+post, stock flow scripts
make -C /OpenROAD-flow-scripts/flow DESIGN_CONFIG=/design/flow/config.mk WORK_HOME=/design/flow/orfs finish
==> results.json <==
{
  "status": "finished clean",
  "htreeDepth": 2,
  "relSlewSlack_pct": 45.4,
  "synthFlopType": "dfxtp_1",
  "synth_seq_share_pct": 74.0,
  "hpwl_um": 47500,
  "period_used_pct": 41.0,
  "vias": 11000,
  "dp.cells": 3067,
  "finalCriticalPeriod_ns": 4.59,
  "grt_overflow_total": 0,
  "pwr-share-seq_pct": 48.5,
  "synth_flops": 576,
  "peakVddDrop_mv": 0.126,
  "stdcell_count": 3193,
  "ctsLongestPathBuffers": 3,
  "cts_sinks": 576,
  "clk_pin_slew_ns": 0.06,
  "grt_pass1_vias": 11800,
  "syn_to_final_growth_pct": 56.6,
  "timing.setup.tns_ns": 0,
  "ctsHoldBuffers": 0,
  "syn_area_per_cell_um2": 14.7,
  "common_cells": "dfxtp_1 (512), mux2i_1 (172), inv_1 (73)",
  "yosys-stat-cells": 1121,
  "final_max_slew_viol_count": 0,
  "finalSetupViolations": 0,
  "edf_count": 64,
  "worst-path-max-fanout": 43,
  "cts_inserted_buffers": 61,
  "max-cap-violations": 0,
  "post_cts_buffers": 0,
  "syn_inst": 1121,
  "post_drt_wl_per_cell_um": 19.8,
  "tool_warnings": 25,
  "core_mm2": 0.109,
  "holdWs_ns": 0.516,
  "tightest_slew_ns": 0.819,
  "async_flop_share_pct": 0,
  "end_kind": "flop",
  "p_leak_nw": 10.2,
  "yosys_warnings": 2,
  "pwr-share-clk_pct": 42.7,
  "worstSkewPairLatency_ns": 0.65,
  "grt_start_max_net_pins": 59,
  "die_area_mm2": 0.123,
  "pin_count": 581,
  "timing.fmax_mhz": 218,
  "grt_pass1_wl_um": 85400,
  "fp.dieW_um": 350,
  "yosysTopAreaCell": "dfxtp_1",
  "ys_types": 28,
  "min_path_type": "flop to flop",
  "antenna_found_initial": 29,
  "rsz0062_at_grt": "false",
  "power.switching_w": 0.00104,
  "cts.repair.resized": 0,
  "layout-drive-gt1-share_pct": 7.52,
  "p_per_area_mw_per_mm2": 180,
  "ant_nets": 0,
  "p_int_w": 0.00361,
  "top_cell_area_share_pct": 62.3,
  "die_y_um": 350,
  "grt_usage_pct": 9.99,
  "switching_share_pct": 22.3,
  "fin_ws_ns": 6.61,
  "num_rows": 121,
  "ys_area_mm2": 0.0165,
  "hold_violations": 0,
  "drtIter0Drc": 391,
  "power_frac_comb_pct": 8.8,
  "fillers": 11300,
  "wirelength_um": 63200,
  "start_kind": "input pin",
  "cts_root_buf": "clkbuf_16",
  "dr.pass1.iters": 5,
  "drc": 0,
  "syn_area_mm2": 0.0165,
  "place_ws_ns": 5.92,
  "crit_required_ns": 11.57,
  "area_leaders": "dfxtp_1 (62%), edfxtp_1 (12%), mux2i_1 (10%)",
  "cts_tree": "yes",
  "gp_congestion": 0.887,
  "top_cell": "dfxtp_1",
  "fin_skew_ns": 0.0392,
  "critPathArrivalTime_ns": 4.96,
  "fp_util_pct": 15.2,
  "path_class": "input pin to flop",
  "port-buffer-count": 580,
  "viasPerCell": 3.44,
  "ff2ff_setup_slack_ns": 9.79
}
==> worst max-delay path, cell delays in order <==
cell	delay (ns)
buf_6	0.29
buf_4	0.46
buf_4	0.68
nor2b_2	0.56
buf_4	0.32
a221oi_1	0.12
o22a_1	0.19
==> logic make-up after synthesis <==
kind of cell	after synthesis	share of synthesized area, %
flops	576	74.0
compound gates	203	10.1
mux	172	10.5
buf+inv	137	4.27
simple gates	33	1.14
==> worst paths after layout <==
| path | depth (start not counted) | endpoint | start |
|---|---|---|---|
| hold reg to reg | 1 | data[16] | mem[0][16] |
| setup reg to reg | 3 | data[7] | mem[1][7] |
| hold / removal | 1 | data[16] | mem[0][16] |
| setup / recovery | 7 | data[38] | addr[0] |
==> layer usage <==
layer / global-route usage [%] / vias to the layer above / part of all wire (%)
met2: 14.8 / 549 / 43
met4: 2.94 / 28 / 3.1
met3: 5.84 / 120 / 14
li1: - / 5245 / -
met1: 12.3 / 5048 / 40
met5: 0 / - / 0.29
==> cell usage in the layout (no fill, tap or decap), types with 2 or more instances in the layout <==
| cell type | synthesis | layout |
|---|---|---|
| a221oi_2 | 4 | 4 |
| a21oi_1 | 2 | 2 |
| clkinv_4 | 0 | 6 |
| nand2_1 | 10 | 10 |
| inv_4 | 0 | 3 |
| clkinv_2 | 0 | 12 |
| clkbuf_8 | 0 | 13 |
| dfxtp_1 | 512 | 512 |
| mux2i_1 | 172 | 172 |
| o32a_1 | 9 | 9 |
| inv_6 | 0 | 3 |
| diode_2 | 0 | 10 |
| nor2_1 | 3 | 3 |
| clkbuf_16 | 0 | 62 |
| o22a_1 | 54 | 54 |
| clkdlybuf4s50_1 | 0 | 576 |
| o32ai_1 | 9 | 9 |
| buf_4 | 15 | 18 |
| o2bb2ai_1 | 9 | 9 |
| nand2_2 | 2 | 2 |
| clkbuf_1 | 9 | 14 |
| nand2b_1 | 13 | 12 |
| inv_1 | 73 | 73 |
| o22ai_1 | 54 | 54 |
| edfxtp_1 | 64 | 64 |
| a221oi_1 | 59 | 59 |
==> area by class of cell <==
cell class	instances	area, µm²	area share (%)
Timing Repair Buffer	596	5930	23.0
Clock buffer	89	1780	6.92
Clock inverter	27	224	0.869
Sequential cell	576	12200	47.3
Antenna cell	10	25.0	0.0971
Multi-Input combinational cell	408	3580	13.9
Inverter	73	274	1.06
Tap cell	1414	1770	6.87
==> sequential cells by signal (all words and copies together), names as in the netlist <==
register / count
mem: 512
data: 64
==> power by group through the flow <==
stage / registers [W] / logic [W] / clock network, W
finish: 0.00225 / 0.000410 / 0.00198
global route: 0.00226 / 0.000443 / 0.00213
CTS: 0.00225 / 0.000419 / 0.00205
==> per-stage QoR <==
| step | instance area, µm² | power, W | utilization [%] |
|---|---|---|---|
| after floorplan | 16500 | 0.00241 | - |
| after global placement | 23700 | 0.00271 | 21.9 |
| after detailed placement | 23700 | 0.00272 | 21.9 |
| after CTS | 25700 | 0.00472 | 23.7 |
| after global routing | 25700 | 0.00483 | 23.7 |
| final | 25800 | 0.00464 | 23.7 |
No activity file was given, so power comes from the tool's default toggle rates.
