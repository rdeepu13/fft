<file path="design.v">
module m_reg_file 
(
    input                       clk,
    input      [2:0] addr,
    input      [63:0] data,
    input                       we,
    output reg [31:0] data00r,
    output reg [31:0] data01r,
    output reg [31:0] data02r,
    output reg [31:0] data03r,
    output reg [31:0] data04r,
    output reg [31:0] data05r,
    output reg [31:0] data06r,
    output reg [31:0] data07r,
    output reg [31:0] data00i,
    output reg [31:0] data01i,
    output reg [31:0] data02i,
    output reg [31:0] data03i,
    output reg [31:0] data04i,
    output reg [31:0] data05i,
    output reg [31:0] data06i,
    output reg [31:0] data07i
);
  reg [63:0]  mem [7:0];
  always @ (posedge clk) begin
    if (we)
      mem[addr] <= data;
  end
  always @ (posedge clk) begin
      data00r <= mem[ 0][63:32];
      data00i <= mem[ 0][31:0];
      data01r <= mem[ 1][63:32];
      data01i <= mem[ 1][31:0];
      data02r <= mem[ 2][63:32];
      data02i <= mem[ 2][31:0];
      data03r <= mem[ 3][63:32];
      data03i <= mem[ 3][31:0];
      data04r <= mem[ 4][63:32];
      data04i <= mem[ 4][31:0];
      data05r <= mem[ 5][63:32];
      data05i <= mem[ 5][31:0];
      data06r <= mem[ 6][63:32];
      data06i <= mem[ 6][31:0];
      data07r <= mem[ 7][63:32];
      data07i <= mem[ 7][31:0];
  end
endmodule
</file>
<file path="run.sh">
#!/bin/bash
# OpenROAD 26Q1-2900-gdf79404cd8, Yosys 0.63+post, stock flow scripts
make -C /OpenROAD-flow-scripts/flow DESIGN_CONFIG=/design/flow/config.mk WORK_HOME=/design/flow/orfs finish
</file>
<file path="config.mk">
export PLATFORM = sky130hd
export DESIGN_NAME = m_reg_file
export DESIGN_NICKNAME = m_reg_file
export VERILOG_FILES = /design/flow/design.v
export SDC_FILE = /design/flow/constraint.sdc
export NUM_CORES = 4
export LEC_CHECK = 1
export CORE_UTILIZATION = 50
</file>
<file path="constraint.sdc">
current_design m_reg_file

set clk_period 18.5
set clk_io_pct 0.2

create_clock -name clk0 -period $clk_period [get_ports {clk}]

set non_clock_inputs [all_inputs -no_clocks]
set_input_delay [expr $clk_period * $clk_io_pct] -clock clk0 $non_clock_inputs
set_output_delay [expr $clk_period * $clk_io_pct] -clock clk0 [all_outputs]
</file>
==> flow_summary.yaml <==
# generated from flow reports
finish:
  comb_area_um2: 125.1
  register_area_um2: 25620
  fillers: 3144
  final_layout_size_suffix_gt1_share_pct: 8.747
  finish.utilization_pct: 70.50
  layout-area-overhead-vs-synth_pct: 38.35
power:
  power_leakage_nw: 12.86
  vdd_drop_max_mv: 0.08369
  total_power_mw: 4.483
  power_density_nw_per_um2: 126.0
critical_path:
  cpMaxStageDelayCell: "and4b_4"
  worstPathMaxFanout: 33
  r2r-end: "data05r[16]"
  cp-start-kind: "primary input"
  critical_path_class: "primary input to flop"
  path_cells: "clkdlybuf4s50_1 -> and4b_4 -> buf_4"
  cp_data_required_time_ns: 18.75
  max_stage_delay_ns: 0.83
  arrival_ns: 5.75
  cp_num_buf_inv: 2
  cp-end-kind: "flop"
  r2r-start: "mem[5][48]"
  path_delay_family: "buffers and inverters"
  worst_r2r_path_depth: 0
  r2r_setup_slack_ns: 17.93
synth:
  synth.cell_area_um2: 25720
  topCombFamilyByArea: "simple AND/OR/NAND/NOR gates"
  syn_inst: 1032
  netlist_top_cells_count: "512 x dfxtp_1, 512 x edfxtp_1, 3 x and4b_2, 3 x and4bb_2"
  ys_warn_count: 1
  synth_chip_area_um2: 25720
  edf_count: 512
  synthMuxAreaShare_pct: 0
  synth.distinct_cells: 6
  top_cells_by_area: "edfxtp_1 60%, dfxtp_1 40%, and4bb_2 0.15%"
  ys_cells: 1032
  avgSynthCellArea_um2: 24.92
  simple_gate_share_pct: 0.3746
  synth-seq-area-share_pct: 99.63
  ys_seq_elements: 1024
  synth-async-reset-ratio_pct: 0
  flop_cell: "edfxtp_1"
  aoi_share_pct: 0
  xor_share_pct: 0
  synth.largest_area_cell: "edfxtp_1"
  yosysTopAreaCellShare_pct: 59.78
  ys_sh_adder_pct: 0
floorplan:
  row_count: 82
  die_w_um: 228.8
  die_area_um2: 52350
  coreArea_um2: 50480
  core_util_floorplan_pct: 50.95
  ios: 581
  die_h_um: 228.8
clocking:
  root_buffer: "clkbuf_16"
  numCtsBuffers: 94
  path_clk_slew_ns: 0.06
  holdBufCountCts: 0
  clock_path_buffers: 3
  tritoncts: "built"
  clk_latency_ns: 0.62
  cts_resized: 0
  postCtsSetupRepairBufs: 0
  htree_levels: 3
  cts_num_sinks: 1024
hold_path:
  hold_class: "flop to flop"
  hold_depth: 0
  min_from: "mem[1][19]"
  hold_end: "data01i[19]"
grt:
  grt_pass1_wl_mm: 79.88
  grt_usage_pct: 24.19
  gr-total-overflow: 0
  antenna_found_initial: 2
  grt_pass1_vias: 11430
  grt_start_max_net_pins: 41
routing:
  m1WireLength_mm: 20.90
  met2WireLength_mm: 27.40
  met3_length_mm: 6.929
  drc_errors: 0
  ant_nets: 0
  vias: 11180
  top_layer: "met5"
  viasPerCell: 4.528
  firstDrtPassIters: 6
  first_iter_violations: 528
  wl_per_cell_um: 22.89
  wl_mm: 56.49
final_timing:
  maxSlewHeadroom_pct: 53.34
  final-setup-viol-count: 0
  timing.final.max_slew_violations: 0
  period_needed_ns: 5.507
  max_freq_ghz: 0.1816
  tns_ns: 0
  hold_viol_final: 0
  final.period_utilization_pct: 29.77
  skew_ns: 0.01296
  worstMarginPinSlew_ns: 0.7000
  rsz0062_at_grt: "false"
outcome:
  status: "complete, no violations"
placed_design:
  gp_congestion: 0.8586
  hpwl_mm: 37.51
  port_buffers: 580
run:
  warning_count: 27
  maxCapViolations: 0
[flip-flops by register name, indices dropped and copies added (netlist names)]
signal,flops
mem,512
data02r,32
data01i,32
data01r,32
data03i,32
data06r,32
data00i,32
data00r,32
data02i,32
data03r,32
data07i,32
data06i,32
data05r,32
data04r,32
data07r,32
data04i,32
data05i,32
[layout by cell type (no fill, tap or decap), drive strengths merged]
cell / n
nor4b: 1
diode: 1
clkinv: 20
clkdlybuf4s50: 580
clkbuf: 145
clkinvlp: 2
edfxtp: 512
and4b: 3
and4bb: 3
bufinv: 7
buf: 9
dfxtp: 512
and4: 1
[worst max path at each step]
stage     startpoint    endpoint  slack, ns  cells after the start
4_1_cts      addr[2]  mem[3][21]      12.98                      3
5_1_grt      addr[2]  mem[3][11]      12.91                      3
6_report     addr[2]   mem[3][1]      12.99                      3
[stage by stage]
stage               worst slack, ns  cell area [um^2]  hold slack, ns  instances
finish                        12.99             35590          0.3345       2468
global route                  12.91             35580          0.3346       2467
CTS                           12.98             35580          0.3341       2467
detailed placement            12.32             32460          0.3269       2293
global placement              12.37             32460          0.3236       2293
floorplan                     10.67             25720          0.3233       1032
[cell type report]
cell class,instances,area share [%]
Timing Repair Buffer,589,16.50
Tap cell,672,2.363
Multi-Input combinational cell,8,0.3516
Antenna cell,1,0.007032
Clock inverter,29,0.9001
Clock buffer,145,7.865
Sequential cell,1024,72.01
[kinds of logic (layout without fill, tap and decap cells)]
kind of cell	Yosys count	count (layout)
and+or+nand+nor	8	8
buffers and inverters	0	763
other	0	1
DFF	1024	1024
[where the power goes]
group	switching [mW]	internal, mW	total [mW]
Sequential	0.0193	2.45	2.47
Combinational	0.0461	0.0662	0.112
Clock	0.762	1.14	1.90
Total	0.827	3.66	4.48
[per-layer routing]
layer / track usage, % / vias up
met5: 0 / -
met4: 4.917 / 2
met3: 12.39 / 76
met2: 35.43 / 556
met1: 36.88 / 5427
li1: - / 5115
Power and IR drop assume default switching activity.
